--- config.mk ---
export PLATFORM = sky130hd
export DESIGN_NAME = fmul_16
export DESIGN_NICKNAME = fmul_16
export VERILOG_FILES = /design/flow/design.v
export SDC_FILE = /design/flow/constraint.sdc
export NUM_CORES = 4
export LEC_CHECK = 1
export CORE_UTILIZATION = 30
--- constraint.sdc ---
current_design fmul_16

set clk_period 43.9
set clk_io_pct 0.2

create_clock -name clk0 -period $clk_period

set non_clock_inputs [all_inputs -no_clocks]
set_input_delay [expr $clk_period * $clk_io_pct] -clock clk0 $non_clock_inputs
set_output_delay [expr $clk_period * $clk_io_pct] -clock clk0 [all_outputs]
--- design.v ---
`timescale 1ns / 1ps
module fmul_16 (
    input [15:0] A,
    input [15:0] B,
    output reg [15:0] result
);
    reg[21:0] manT;
    reg[9:0] manR;
    reg[4:0] expR;
    wire signA = A[15], signB = B[15];
    wire [4:0] expA = A[14:10], expB = B[14:10];
    wire [9:0] fracA = A[9:0], fracB = B[9:0];
    wire [10:0] manA = (expA != 0) ? {1'b1, fracA} : {1'b0, fracA};
    wire [10:0] manB = (expB != 0) ? {1'b1, fracB} : {1'b0, fracB};
    parameter N = 21;
    integer i;
    always @(*) begin
        if (expA == 5'd0 || expB == 5'd0)
            result = 16'd0;
        else  begin
            expR = expA + expB - 15;
            manT = manA * manB;
            if(manT[21] == 0) begin
                for (i = 0; i < N; i = i + 1) begin
                    if (manT[21] == 0) begin
                        manT = manT << 1;
                    end 
                end
                manR = manT[20:11];
            end 
            else begin 
                manR = manT[20:11];
                if(manT[10] == 1) begin
                    manR = manR + 1;
                end
                expR = expR + 1;
            end
        result = {A[15] ^ B[15], expR, manR[9:0]};
        end
    end    
endmodule
--- run.sh ---
#!/bin/bash
# OpenROAD 26Q1-2900-gdf79404cd8, Yosys 0.63+post, stock flow scripts
make -C /OpenROAD-flow-scripts/flow DESIGN_CONFIG=/design/flow/config.mk WORK_HOME=/design/flow/orfs finish
==> results.toml <==
# flow metrics
[sta]
layout_min_cycle_time_ps = 27660
hold_slack_ps = 18540
fmax_mhz = 36.16
finalSetupViolCount = 0
maxSlewHeadroom_pct = 39.71
slew_viol_final = 0
fin_crit_sh_pct = 63.00
tightest_slew_ps = 897.9
rsz0062_at_grt = "false"
hold_violations = 0
postLayoutSetupSlackWorst_ps = 16240
tns_ps = 0

[detailed_routing]
drc = 0
route.vias.total = 7716
drt_iter0_markers = 685
wl_per_cell_um = 16.99
wl_um = 23390
dr.pass1.iters = 5
antenna_cells = 0
vias_per_cell = 5.603
ant_nets = 0

[die]
rows = 59
core-area_um2 = 25980
die_w_um = 164.6
die_y_um = 164.6
die_area_um2 = 27080
fp_util_pct = 30.51
boundaryPins = 48

[global_routing]
grt_pass1_vias = 7694
use_met3_pct = 2.433
gr-usage-met1_pct = 27.58
grt_max_degree = 44
grt_usage_pct = 18.50
grtUsageMet2_pct = 29.62
antenna_found_initial = 0
grt-ovfl-total = 0
busiest_layer = "met2"
grt_first_pass_wirelength_um = 39450

[job]
warnings = 32
maxCapViolCount = 0

[synth]
yosys.area.top_type = "fa_1"
ys_types = 102
synth.area.top_cells = "fa_1, ha_1, and2_1"
synth-seq-area-share_pct = 0
compound_area_share_pct = 28.94
yosysWarnings = 1
logic_family = "adder cells"
ys_sh_simple_pct = 24.24
xor_share_pct = 4.071
postSynthCellCount = 1048
ys_sh_mux_pct = 1.625
yosysTopAreaCellShare_pct = 20.45
ys_sh_adder_pct = 31.34
syn_avg_cell_area_um2 = 7.566
yosysChipArea_um2 = 7929
yosys_cells = 1048
synth_area_um2 = 7929

[setup_path]
crit_fanout = 12
critPathBufInv = 6
cp-start-kind = "input port"
path_class = "in2out"
cp_common_cell = "fa_1"
critPathTopFamily = "simple AND/OR/NAND/NOR gates"
critPathArrivalTime_ps = 18880
cp_num_cells = 33
crit_slowest_cell = "nor4_4"
startpoint = "B[14]"
critPathMaxStageDelay_ps = 730
end_kind = "output port"
required_ps = 35120

[final_layout]
layout-drive-gt1-share_pct = 8.253
fillers = 2724
seqCellArea_um2 = 0
clkbuf_count = 0
flop-count = 0
area_growth_pct = 7.811
final_cell_area_um2 = 8548

[placed_design]
numPortBuffers = 48
gp_congestion = 0.9248
place_hpwl_um = 18700
post-place-ws_ps = 16430
placed_cell_area_um2 = 8548

[clock_tree]
post-cts-setup-buffers = 0
cts_resized = 0
cts_hold_buffers = 0

[hold_path]
hold_path_class = "in2out"
hp-start = "A[15]"
holdPathEnd = "result[15]"
hold_depth = 4

[status]
status = "finished, final reports clean"
## final cells by class
class | instances | area, um^2 | area share [%]
timing repair buffer | 53 | 518.0 | 6.060
multi-input combinational | 867 | 7153 | 83.68
inverter | 122 | 457.9 | 5.357
tap | 335 | 419.2 | 4.903
## metal layers
layer	vias to the layer above	share of wire [%]
li1	3678	-
met1	3695	47
met2	312	45
met3	31	7.0
met4	0	1.3
met5	-	0
## worst max-delay path by stage
stage                        to  slack, ps
after CTS             result[8]      16410
after global routing  result[8]      15580
final                 result[8]      16240
## Yosys cell counts (all sizes together) (4+ instances only)
cell / n
nand4: 13
xor2: 9
nand2b: 4
inv: 122
a22oi: 7
a221oi: 9
nand3: 19
buf: 31
mux2i: 8
mux2: 4
or3: 4
clkbuf: 28
o211a: 5
or2: 5
fa: 81
o32ai: 4
and3: 7
a311oi: 5
o311ai: 5
nor2: 75
a31oi: 19
a21oi: 58
a211oi: 22
o31ai: 6
nor3: 32
and2: 76
o221ai: 5
nand2: 121
o211ai: 20
ha: 69
o22ai: 8
a21o: 10
xnor2: 27
o21bai: 4
nor4: 7
o21ai: 60
a2bb2oi: 7
a221o: 7
o21a: 6
## cell usage in the layout (no fill, tap or decap), types with 5 or more instances in the layout
| cell type | synthesis | routed |
|---|---|---|
| inv_1 | 121 | 121 |
| nand2_1 | 118 | 118 |
| fa_1 | 81 | 81 |
| and2_1 | 74 | 74 |
| nor2_1 | 70 | 70 |
| ha_1 | 69 | 69 |
| a21oi_1 | 52 | 52 |
| clkdlybuf4s50_1 | 0 | 48 |
| o21ai_0 | 37 | 37 |
| nor3_1 | 26 | 26 |
| xnor2_1 | 26 | 26 |
| o211ai_1 | 19 | 19 |
| nand3_1 | 18 | 18 |
| a31oi_1 | 17 | 17 |
| a211oi_1 | 16 | 16 |
| o21ai_1 | 16 | 16 |
| nand4_1 | 12 | 12 |
| a21o_1 | 10 | 10 |
| xor2_1 | 9 | 9 |
| o22ai_1 | 8 | 8 |
| mux2i_1 | 7 | 7 |
| and3_1 | 7 | 7 |
| a221o_1 | 7 | 7 |
| a22oi_1 | 6 | 6 |
| a2bb2oi_1 | 6 | 6 |
| a211oi_2 | 5 | 5 |
| a221oi_1 | 5 | 5 |
| nor3_2 | 5 | 5 |
| o21ai_2 | 5 | 5 |
| o21a_1 | 5 | 5 |
| or2_2 | 5 | 5 |
| o211a_1 | 5 | 5 |
| o31ai_1 | 5 | 5 |
| buf_4 | 9 | 5 |
## tightest hold or removal path: cells and delay by family
kind	cells	cell delay [ps]
XOR/XNOR	1	150
buffers and inverters	2	790
AND/OR/NAND/NOR	1	40
## through the flow
stage          util [%]  cells
3_5_place_dp      32.90   1377
2_1_floorplan         -   1048
4_1_cts           32.90   1377
3_3_place_gp      32.90   1377
5_1_grt           32.90   1377
6_report          32.90   1377
## cell families (layout without fill, tap and decap cells)
logic type,count (synthesis),count (layout)
muxes,12,12
buffers and inverters,181,175
and+or+nand+nor,370,370
AOI/OAI and AO/OA,299,299
xor gates and xnor gates,36,36
adders and majority gates,150,150
