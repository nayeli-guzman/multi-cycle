`./run.sh`:
```
#!/bin/bash
# OpenROAD 26Q1-2900-gdf79404cd8, Yosys 0.63+post, stock flow scripts
make -C /OpenROAD-flow-scripts/flow DESIGN_CONFIG=/design/flow/config.mk WORK_HOME=/design/flow/orfs finish
```
`./config.mk`:
```
export PLATFORM = sky130hd
export DESIGN_NAME = controller
export DESIGN_NICKNAME = controller
export VERILOG_FILES = /design/flow/design.v
export SDC_FILE = /design/flow/constraint.sdc
export NUM_CORES = 4
export LEC_CHECK = 1
export CORE_AREA = 10 10 105 105
export DIE_AREA = 0 0 115 115
```
`./constraint.sdc`:
```
current_design controller

set clk_period 2.4
set clk_io_pct 0.2

create_clock -name clk0 -period $clk_period [get_ports {clk}]

set non_clock_inputs [all_inputs -no_clocks]
set_input_delay [expr $clk_period * $clk_io_pct] -clock clk0 $non_clock_inputs
set_output_delay [expr $clk_period * $clk_io_pct] -clock clk0 [all_outputs]
```
`./design.v`:
```
module condcheck (
  Cond,
  Flags,
  CondEx
);
  input wire [3:0] Cond;
  input wire [3:0] Flags;
  output reg CondEx;
  always @(*)
    case (Cond)
      4'b0000: CondEx = Flags[2];  
      4'b0001: CondEx = ~Flags[2];  
      4'b0010: CondEx = Flags[1];  
      4'b0011: CondEx = ~Flags[1];  
      4'b0100: CondEx = Flags[3];  
      4'b0101: CondEx = ~Flags[3];  
      4'b0110: CondEx = Flags[0];  
      4'b0111: CondEx = ~Flags[0];  
      4'b1000: CondEx = (Flags[1] & ~Flags[2]);  
      4'b1001: CondEx = (~Flags[1] | Flags[2]);  
      4'b1010: CondEx = (Flags[3] == Flags[0]);  
      4'b1011: CondEx = (Flags[3] != Flags[0]);  
      4'b1100: CondEx = (~Flags[2] & (Flags[3] == Flags[0]));  
      4'b1101: CondEx = (Flags[2] | (Flags[3] != Flags[0]));  
      4'b1110: CondEx = 1'b1;  
      default: CondEx = 1'bx;
    endcase
endmodule
module condlogic (
  clk,
  reset,
  Cond,
  ALUFlags,
  FlagW,
  PCS,
  NextPC,
  RegW,
  MemW,
  PCWrite,
  RegWrite,
  MemWrite,
  FPUWrite,
  NoWrite
);
  input wire clk;
  input wire reset;
  input wire [3:0] Cond;
  input wire [3:0] ALUFlags;
  input wire [1:0] FlagW;
  input wire PCS;
  input wire NextPC;
  input wire RegW;
  input wire MemW;
  output wire PCWrite;
  output wire RegWrite;
  output wire MemWrite;
  output wire FPUWrite;
  wire [1:0] FlagWrite;
  wire [3:0] Flags;
  wire CondEx;
  wire CondExFl;
  input wire NoWrite;
  assign FlagWrite = FlagW & {2 {CondEx}};
  condcheck cc(
    .Cond(Cond),
    .Flags(Flags),
    .CondEx(CondEx)
  );
  flopr #(1) condexreg(
    .clk(clk),
    .reset(reset),
    .d(CondEx),
    .q(CondExFl)
  );
  flopenr #(2) aluflags1reg(
    .clk(clk),
    .reset(reset),
    .en(FlagWrite[1]),
    .d(ALUFlags[3:2]),
    .q(Flags[3:2])
  );
  flopenr #(2) aluflags2reg(
    .clk(clk),
    .reset(reset),
    .en(FlagWrite[0]),
    .d(ALUFlags[1:0]),
    .q(Flags[1:0])
  );
  assign PCWrite = NextPC | (PCS & CondExFl);
  assign RegWrite = CondExFl & RegW & ~NoWrite;
  assign MemWrite = CondExFl & MemW;
endmodule
module controller (
  clk,
  reset,
  Instr,
  ALUFlags,
  PCWrite,
  MemWrite,
  RegWrite,
  IRWrite,
  FPUWrite,
  AdrSrc,
  RegSrc,
  ALUSrcA,
  ALUSrcB,
  ResultSrc,
  ImmSrc,
  ALUControl,
  IsMul,
  isFP
);
  input wire clk;
  input wire reset;
  input wire [31:4] Instr;
  input wire [3:0] ALUFlags;
  output wire PCWrite;
  output wire MemWrite;
  output wire RegWrite;
  output wire IRWrite;
  output wire FPUWrite;
  output wire AdrSrc;
  output wire [1:0] RegSrc;
  output wire [1:0] ALUSrcA;
  output wire [1:0] ALUSrcB;
  output wire [1:0] ResultSrc;
  output wire [1:0] ImmSrc;
  output wire [3:0] ALUControl;
  output wire IsMul;
  output wire isFP;
  wire [1:0] FlagW;
  wire PCS;
  wire NextPC;
  wire RegW;
  wire MemW;
  wire NoWrite;
  decode dec(
    .clk(clk),
    .reset(reset),
    .Op(Instr[27:26]),
    .Funct(Instr[25:20]),
    .Rd(Instr[15:12]),
    .Instr(Instr[31:4]),  
    .FlagW(FlagW),
    .PCS(PCS),
    .NextPC(NextPC),
    .RegW(RegW),
    .MemW(MemW),
    .IRWrite(IRWrite),
    .AdrSrc(AdrSrc),
    .ResultSrc(ResultSrc),
    .ALUSrcA(ALUSrcA),
    .ALUSrcB(ALUSrcB),
    .ImmSrc(ImmSrc),
    .RegSrc(RegSrc),
    .ALUControl(ALUControl),
    .IsMul(IsMul),
    .NoWrite(NoWrite),
    .isFP(isFP)
  );
  condlogic cl(
    .clk(clk),
    .reset(reset),
    .Cond(Instr[31:28]),
    .ALUFlags(ALUFlags),
    .FlagW(FlagW),
    .PCS(PCS),
    .NextPC(NextPC),
    .RegW(RegW),
    .MemW(MemW),
    .PCWrite(PCWrite),
    .RegWrite(RegWrite),
    .MemWrite(MemWrite),
    .FPUWrite(FPUWrite),
    .NoWrite(NoWrite)
  );
endmodule
module decode (
  clk,
  reset,
  Op,
  Funct,
  Rd,
  FlagW,
  PCS,
  NextPC,
  RegW,
  MemW,
  IRWrite,
  AdrSrc,
  ResultSrc,
  ALUSrcA,
  ALUSrcB,
  ImmSrc,
  RegSrc,
  ALUControl,
  Instr,
  IsMul,
  NoWrite,
  isFP
);
  input wire clk;
  input wire reset;
  input wire [1:0] Op;
  input wire [5:0] Funct;
  input wire [3:0] Rd;
  input wire [31:4] Instr;
  output reg [1:0] FlagW;
  output wire PCS;
  output wire NextPC;
  output wire RegW;
  output wire MemW;
  output wire IRWrite;
  output wire AdrSrc;
  output wire [1:0] ResultSrc;
  output wire [1:0] ALUSrcA;
  output wire [1:0] ALUSrcB;
  output wire [1:0] ImmSrc;
  output wire [1:0] RegSrc;
  output reg [3:0] ALUControl;
  output wire IsMul;
  output reg isFP;
  wire Branch;
  wire ALUOp;
  output reg NoWrite;
  mainfsm fsm(
    .clk(clk),
    .reset(reset),
    .Op(Op),
    .Funct(Funct),
    .IRWrite(IRWrite),
    .AdrSrc(AdrSrc),
    .ALUSrcA(ALUSrcA),
    .ALUSrcB(ALUSrcB),
    .ResultSrc(ResultSrc),
    .NextPC(NextPC),
    .RegW(RegW),
    .MemW(MemW),
    .Branch(Branch),
    .ALUOp(ALUOp)
  );
  assign IsMul = Instr[7:4] == 4'b1001 ? 1:0;
  always @(*) begin
    if (ALUOp) begin
      if (IsMul)
        case(Instr[23:21])
            3'b000: ALUControl = 4'b0101;
            3'b100: ALUControl = 4'b0110;  
            3'b110: ALUControl = 4'b0111;  
        endcase
      else
        case (Funct[4:1])
          4'b0100: ALUControl = 4'b0000;  
          4'b0010: ALUControl = 4'b0001;  
          4'b0000: ALUControl = 4'b0010;  
          4'b1100: ALUControl = 4'b0011;  
          4'b1101: ALUControl = 4'b0100;  
          4'b1010: ALUControl = 4'b0001;  
          4'b1111: ALUControl = 4'b1101;  
          4'b1000: ALUControl = 4'b1100;  
          4'b0110: ALUControl = 4'b1001;  
          default: ALUControl = 4'bxxxx;
        endcase
      NoWrite = Funct[4:1] == 4'b1010;
      FlagW[1] = Funct[0];
      FlagW[0] = Funct[0] & (ALUControl == 4'b000?);
      isFP = ALUControl[3:2] == 2'b11;  
    end else begin
      ALUControl = 4'b0000;
      FlagW = 2'b00;
      isFP = 0;
    end
  end
  assign PCS = ((Rd == 4'b1111) & RegW) | Branch;
  assign ImmSrc = Op;
  assign RegSrc[1] = Op == 2'b01;
  assign RegSrc[0] = Op == 2'b10;
endmodule
`timescale 1ns / 1ps
module flopenr (
	clk,
	reset,
	en,
	d,
	q
);
	parameter WIDTH = 8;
	input wire clk;
	input wire reset;
	input wire en;
	input wire [WIDTH - 1:0] d;
	output reg [WIDTH - 1:0] q;
	always @(posedge clk or posedge reset)
		if (reset)
			q <= 0;
		else if (en)
			q <= d;
endmodule
module flopr (
  clk,
  reset,
  d,
  q
);
  parameter WIDTH = 8;
  input wire clk;
  input wire reset;
  input wire [WIDTH - 1:0] d;
  output reg [WIDTH - 1:0] q;
  always @(posedge clk or posedge reset)
    if (reset)
      q <= 0;
    else
      q <= d;
endmodule
module mainfsm (
  clk,
  reset,
  Op,
  Funct,
  IRWrite,
  AdrSrc,
  ALUSrcA,
  ALUSrcB,
  ResultSrc,
  NextPC,
  RegW,
  MemW,
  Branch,
  ALUOp
);
  input wire clk;
  input wire reset;
  input wire [1:0] Op;
  input wire [5:0] Funct;
  output wire IRWrite;
  output wire AdrSrc;
  output wire [1:0] ALUSrcA;
  output wire [1:0] ALUSrcB;
  output wire [1:0] ResultSrc;
  output wire NextPC;
  output wire RegW;
  output wire MemW;
  output wire Branch;
  output wire ALUOp;
  reg [3:0] state;
  reg [3:0] nextstate;
  reg [12:0] controls;
  localparam [3:0] FETCH = 0;
  localparam [3:0] DECODE = 1;
  localparam [3:0] MEMADR = 2;
  localparam [3:0] MEMRD = 3;
  localparam [3:0] MEMWB = 4;
  localparam [3:0] MEMWR = 5;
  localparam [3:0] EXECUTER = 6;
  localparam [3:0] EXECUTEI = 7;
  localparam [3:0] ALUWB = 8;
  localparam [3:0] BRANCH = 9;
  localparam [3:0] UNKNOWN = 10;
  always @(posedge clk or posedge reset)
    if (reset)
      state <= FETCH;
    else
      state <= nextstate;
  always @(*)
    casex (state)
      FETCH: nextstate = DECODE;
      DECODE:
        case (Op)
          2'b00:
            if (Funct[5])
              nextstate = EXECUTEI;
            else
              nextstate = EXECUTER;
          2'b01: nextstate = MEMADR;
          2'b10: nextstate = BRANCH;
          default: nextstate = UNKNOWN;
        endcase
      EXECUTER: nextstate = ALUWB;
      EXECUTEI: nextstate = ALUWB;
      MEMADR:
        if (Funct[0])
          nextstate = MEMRD;
        else
          nextstate = MEMWR;
      MEMRD: nextstate = MEMWB;
      MEMWB: nextstate = FETCH;
      MEMWR: nextstate = FETCH;
      ALUWB: nextstate = FETCH;
      BRANCH: nextstate = FETCH;
      default: nextstate = FETCH;
    endcase
  always @(*)
    case (state)
      FETCH: controls    = 13'b1000101001100;
      DECODE: controls   = 13'b0000001001100;
      EXECUTER: controls = 13'b0000000000001;
      EXECUTEI: controls = 13'b0000000000011;
      ALUWB: controls    = 13'b0001000000000;
      MEMADR: controls   = 13'b0000000000010;
      MEMWR: controls    = 13'b0010010000000;
      MEMRD: controls    = 13'b0000010000000;
      MEMWB: controls    = 13'b0001000100000;
      BRANCH: controls   = 13'b0100001000010;
      default: controls  = 13'bx;
    endcase
  assign {NextPC, Branch, MemW, RegW, IRWrite, AdrSrc, ResultSrc, ALUSrcA, ALUSrcB, ALUOp} = controls;
endmodule
```
==> reports/qor.yml <==
run_status:
  status: "finished, final reports clean"
synth:
  ys_area_sq_um: 1120
  netlist_instances: 143
  netlist_area_sq_um: 1120
  synth-edff-count: 0
  synth-main-ff-cell: "dfrtp_1"
  syn_avg_cell_area_sq_um: 7.87
  synth_flops: 14
  top_area_cell: "dfrtp_1"
  async_reset_ff_share_pct: 64.3
  synth.top_cell.area_share_pct: 20.0
  synth_stat.cells: 143
  synth_cell_types: 54
  yosysWarnings: 11
  synth.area.top_cells: "dfrtp_1, dlxtn_1, nor2_1"
global_routing:
  antenna_found_initial: 0
  grt_max_degree: 16
  grt_pass1_wl_microns: 6240
  grt_use_total_pct: 5.54
  overflow: 0
  grt_pass1_vias: 1276
floorplanning:
  dieArea_sq_um: 13200
  placementRows: 34
  initial_core_util_pct: 12.8
  ios: 56
  die_h_microns: 115
  fp.dieW_microns: 115
  coreArea_sq_um: 8760
final_timing:
  fin_skew_ns: 0.00407
  setup_viol: 0
  hold_viol: 0
  rsz0062_at_grt: "no"
  unconstrained_endpoints: 9
  maxSlewViolCount: 0
  fin_crit_sh_pct: 96.2
  period_needed_ns: 2.31
  tns_ns: 0
  fmaxAchievable_mhz: 433
  unclocked_pins: 5
worst_setup_path:
  cp-end-kind: "register"
  worstSetupStartpointType: "input pin"
  arrival_ns: 2.42
  cpPeakStageDelay_ns: 0.46
  crit_fanout: 7
  critPathKind: "input pin to register"
  slowest_stage: "or4b_1"
  cp_data_required_time_ns: 2.51
  crit_chain: "dlygate4sd2_1, buf_4, or4b_1, nand4_1, a21oi_1, o211a_2, nor4_4, mux2_4"
clock_tree:
  postCtsHoldBufs: 0
  path_clk_slew_ns: 0.04
  worstSkewPairLatency_ns: 0.23
  cts_buffer_depth: 2
  cts-root-buf: "clkbuf_8"
  h-tree-depth: 1
  cts_tree: "done"
  numCtsBuffers: 3
flow_run:
  drv_cap: 0
  log.warning_count: 35
place:
  place.detailed.hpwl_microns: 2970
  routabilityCongestion: 0.824
  numPortBuffers: 45
layout:
  drive_gt1_share_pct: 25.7
  lay_top_count: "clkdlybuf4s50_1"
  final_util_pct: 22.3
  most-common-layout-cells: "clkdlybuf4s50_1, buf_4, nor2_1, inv_1, dfrtp_1"
  area_delta_synth_final_pct: 73.7
route:
  drcViolationCount: 0
  wl_microns: 3690
  wl_per_cell_microns: 11.6
  num_vias: 1250
  final_antenna_net_count: 0
  dr.first_iter.drc_count: 31
  viasPerCell: 3.93
  antenna_cells: 0
  drtPass1Iterations: 4
power:
  p_leak_nw: 0.875
  power.density_nw_per_um2: 616
  ir_drop_mv: 0.144
min_path:
  hold_path.class: "input pin to async pin"
-- kinds of logic after synthesis --
group | synth area share [%]
AOI/OAI and AO/OA | 20.4
xor gates and xnor gates | 2.34
adders and majority gates | 2.22
buffers and inverters | 12.0
DFF | 20.0
latches | 6.67
muxes | 3.89
other | 0.333
and+or+nand+nor | 32.1
-- cells in the mapped netlist, drive strengths merged, types with 2 or more instances --
library cell,instances
nand3,3
nand2b,4
nor3b,5
buf,9
a22oi,2
mux2,3
nor3,4
dlxtn,4
nand2,8
a21oi,7
nand4,2
o22ai,2
o211a,2
and3,2
inv,11
or2,2
or4,2
xor2,2
nor2b,5
clkbuf,6
or4b,2
a211oi,3
ha,2
dfrtp,9
nor2,12
o21ai,8
-- per-layer routing --
layer  global-route usage [%]  part of all wire, %
met5                        0                    0
met4                     1.24                  2.2
met2                     8.15                   44
met1                     8.26                   47
met3                    0.949                  6.2
-- through the flow --
stage / setup slack, ns / instance area [sq um] / hold WS (ns) / std cells / power, mW
global route: 0.00404 / 1950 / 0.566 / 318 / 1.34
floorplan: 0.105 / 1130 / 0.308 / 144 / 0.664
detailed placement: -0.638 / 1810 / 0.585 / 307 / 1.04
global placement: -0.642 / 1810 / 0.564 / 307 / 1.03
CTS: -0.347 / 1930 / 0.541 / 316 / 1.22
finish: 0.0909 / 1950 / 0.530 / 318 / 1.20
-- timing repair --
item	in CTS	in global routing
endpoints found under the setup margin	7	4
resized	19	14
endpoints found under the hold margin	0	0
setup buffers	5	3
pin swaps	5	5
-- final cells by class --
| class | count | area [sq um] |
|---|---|---|
| clock buffer | 4 | 45.0 |
| fill | 938 | 6810 |
| inverter | 11 | 41.3 |
| multi-input combinational | 104 | 752 |
| sequential | 14 | 300 |
| tap | 108 | 135 |
| timing repair buffer | 77 | 681 |
-- sequential cells by signal, summed over array words and instances, names as in the netlist --
name,flops
cl.aluflags2reg.q,2
dec.fsm.state,4
dec.NoWrite,1
cl.aluflags1reg.q,2
cl.condexreg.q,1
dec.ALUControl,4
-- power by group --
group          internal, mW  switching, mW  total [mW]
sequential            0.218         0.0873       0.305
combinational         0.450          0.279       0.729
clock                 0.115         0.0543       0.170
-- worst paths after layout --
check / from / end / slack [ns] / cells after the start
min in group clk0: cl.aluflags2reg.q[1] / cl.aluflags2reg.q[1] / 0.60 / 1
max in group asynchronous: reset / dec.fsm.state[1] / 1.61 / 2
worst min register to register: cl.aluflags2reg.q[1] / cl.aluflags2reg.q[1] / 0.60 / 1
worst max-delay path: Instr[30] / cl.aluflags2reg.q[1] / 0.09 / 8
worst min-delay path: reset / cl.condexreg.q / 0.53 / 2
worst max register to register: cl.aluflags1reg.q[1] / cl.aluflags2reg.q[1] / 0.21 / 6
-- worst max-delay path, delay by kind of cell --
family | cells | cell delay (ns)
AOI/OAI and AO/OA | 2 | 0.34
and+or+nand+nor | 3 | 0.86
muxes | 1 | 0.33
buffers and inverters | 2 | 0.42
Power and IR drop assume default switching activity.
